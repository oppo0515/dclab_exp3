**/design/flow/design.v**
```verilog
module Clock(
	CLK50,
	ratio_m1,  
	isNormalSpeed,
	isSlow,
	interp,
	pause,
	isRecord,
	clkOut
);
	input CLK50;
	input [2:0] ratio_m1;
	input isNormalSpeed;
	input interp;
	input isRecord;
	input isSlow;
	input pause;
	output clkOut;
	reg [1:0] counter;
	reg [2:0] counter2, counter2_next;
	reg slowClock, slowClock_next;
	reg clkOut_tmp;
	always @(posedge CLK50) begin
		counter <= counter + 2'b1;
		if (isSlow & ~isNormalSpeed & ~isRecord & interp) begin
			clkOut_tmp = slowClock;
		end else begin
			clkOut_tmp = counter[1];
		end
	end
	assign clkOut = clkOut_tmp | pause;
	always @(*) begin
		if (counter2 == ratio_m1) begin
			counter2_next = 3'b0;
			slowClock_next = ~slowClock;
		end else begin
			counter2_next = counter2 + 3'b1;
			slowClock_next = slowClock;
		end		
	end
	always @(posedge counter[0]) begin
		counter2 <= counter2_next;
		slowClock <= slowClock_next;
	end
endmodule
```
**/design/flow/run.sh**
```bash
#!/bin/bash
# OpenROAD 26Q1-2900-gdf79404cd8, Yosys 0.63+post, stock flow scripts
make -C /OpenROAD-flow-scripts/flow DESIGN_CONFIG=/design/flow/config.mk WORK_HOME=/design/flow/orfs finish
```
**/design/flow/config.mk**
```make
export PLATFORM = sky130hd
export DESIGN_NAME = Clock
export DESIGN_NICKNAME = Clock
export VERILOG_FILES = /design/flow/design.v
export SDC_FILE = /design/flow/constraint.sdc
export NUM_CORES = 4
export LEC_CHECK = 1
export CORE_AREA = 10 10 70 70
export DIE_AREA = 0 0 80 80
```
**/design/flow/constraint.sdc**
```tcl
current_design Clock

set clk_period 1.4
set clk_io_pct 0.2

create_clock -name clk0 -period $clk_period [get_ports {CLK50}]

set non_clock_inputs [all_inputs -no_clocks]
set_input_delay [expr $clk_period * $clk_io_pct] -clock clk0 $non_clock_inputs
set_output_delay [expr $clk_period * $clk_io_pct] -clock clk0 [all_outputs]
```
==> results.json <==
{
  "largest_area_cell": "dfxtp_1",
  "finalHoldViolCount": 0,
  "start_kind": "primary input",
  "grt_max_degree": 7,
  "grt_pass1_vias": 239,
  "setup_viol": 0,
  "warnings": 25,
  "postRouteAntennaNets": 0,
  "lay_top_count": "clkdlybuf4s50_1",
  "worst_slack_ns": 0.0504,
  "cts-htree-levels": 1,
  "final_cells": 82,
  "worstPathCellList": "clkdlybuf4s50_1, or2_2, buf_2",
  "switchingPower_uw": 51.1,
  "hpwl_um": 451,
  "wire_per_inst_um": 6.15,
  "logic_area_um2": 115,
  "fp_util": 0.0810,
  "hp-class": "reg2reg",
  "top_area_frac": 0.434,
  "ys_cells": 23,
  "relSlewSlack": 0.799,
  "dp.cells": 78,
  "overflow": 0,
  "grt_usage": 0.0181,
  "fin_skew_ns": 0.000198,
  "clockBufferDepth": 2,
  "post-route-min-period_ns": 1.35,
  "dpl_cell_area_um2": 424,
  "core_um2": 3420,
  "num_io_pins": 10,
  "cp_slowest_stage_delay_ns": 0.39,
  "insertion_delay_ns": 0.23,
  "syn_inst": 23,
  "crit_required_ns": 1.12,
  "leakage_uw": 0.000171,
  "mostFrequentLayoutCells": "clkdlybuf4s50_1, dfxtp_1, xnor2_1",
  "worstSetupPathType": "in2out",
  "antenna_cells": 0,
  "cts_tree": "done",
  "yosys.stat.seqShare": 0.543,
  "crit_path_end_kind": "output port",
  "ys_ff": 7,
  "synthDistinctLibCells": 11,
  "rsz0062_at_grt": "no",
  "drive_above_1_share": 0.167,
  "syn_to_final_growth_pct": 61.1,
  "crit_slowest_cell": "clkdlybuf4s50_1",
  "antenna_found_initial": 0,
  "drtPass1Iterations": 4,
  "tightest_slew_ns": 0.299,
  "die_y_um": 80,
  "switching_share": 0.188,
  "comb_power_share": 0.134,
  "num-fill-cells": 395,
  "p_int_uw": 221,
  "drc": 0,
  "reg2reg_from": "counter[1]",
  "unconstrained_endpoints": 5,
  "drt_iter0_markers": 8,
  "pre_cts_ws_ns": -0.273,
  "clkSlewWorstSetupHoldPaths_ns": 0.03,
  "clockPowerShare": 0.547,
  "period_used_share": 0.964,
  "drt-vias-per-instance": 2.49,
  "syn_area_um2": 277,
  "numCtsBuffers": 3,
  "die_w_um": 80,
  "cap_violations": 0,
  "fin_area_um2": 445,
  "vias": 204,
  "seqCellArea_um2": 150,
  "power_density_nw_per_um2": 610,
  "unclocked_pins": 4,
  "fmax_mhz": 741,
  "crit_fanout": 1,
  "ir_drop_v": 0.000144,
  "critPathArrivalTime_ns": 1.07,
  "utilization": 0.130,
  "min-delay-start": "counter[0]",
  "avgSynthCellArea_um2": 12.0,
  "io_buffers": 9,
  "synth_chip_area_um2": 277,
  "rows": 21,
  "dieArea_um2": 6400,
  "wirelength_um": 504,
  "synthTopCellsByArea": "dfxtp_1, xnor2_1, edfxtp_1, a31oi_1, mux2_4",
  "ys_warn_count": 1,
  "finalWeightedCongestion": 0.592,
  "slew_violations": 0,
  "ctsHoldBuffers": 0,
  "crit_path_start": "pause",
  "cts_root_buffer": "clkbuf_4",
  "seq_power_share": 0.320,
  "grt_first_pass_wirelength_um": 945,
  "outcome": "finished, final reports clean"
}
[cell usage after synthesis (all sizes together)]
library cell  count
dfxtp             6
xnor2             4
a31oi             3
inv               3
and3              1
and4bb            1
edfxtp            1
ha                1
mux2              1
or2               1
xor2              1
[timing repair]
item / CTS / global route
resized: 3 / 0
setup buffers: 0 / 0
setup endpoints to repair: 1 / 0
[power by group through the flow]
| stage | Combinational [uW] | Sequential [uW] | Clock (uW) |
|---|---|---|---|
| after global routing | 40.4 | 86.8 | 167 |
| after CTS | 37.0 | 86.8 | 157 |
| final | 36.4 | 86.9 | 149 |
[layer usage]
metal | up-vias | part of all wire | routed length [um] | track usage
li1 | 103 | - | - | -
met1 | 97 | 0.31 | 154 | 0.0154
met2 | 4 | 0.65 | 328 | 0.0353
met3 | 0 | 0.040 | 20 | 0.00909
met4 | 0 | 0 | 0 | 0.00528
met5 | - | 0 | 0 | 0
[sequential cells by signal, indices dropped and copies added, names as in the netlist]
name        cells
counter2        3
counter         2
clkOut_tmp      1
slowClock       1
[worst paths after layout]
check / to / slack (ns) / depth (start not counted)
setup / recovery: clkOut / 0.05 / 3
hold / removal: counter[0] / 0.44 / 1
setup reg to reg: clkOut_tmp / 0.72 / 1
hold reg to reg: counter[0] / 0.44 / 1
[final cells by class]
type / count / area share
Tap cell: 46 / 0.129
Sequential cell: 7 / 0.337
Clock buffer: 4 / 0.0590
Multi-Input combinational cell: 13 / 0.258
Inverter: 3 / 0.0253
Timing Repair Buffer: 9 / 0.191
[per-stage QoR]
| step | power, uW | setup TNS (ns) | hold WS [ns] |
|---|---|---|---|
| after floorplan | 99.2 | 0 | 0.401 |
| after global placement | 126 | -0.271 | 0.438 |
| after detailed placement | 127 | -0.273 | 0.440 |
| after CTS | 281 | 0 | 0.449 |
| after global routing | 294 | 0 | 0.486 |
| final | 272 | 0 | 0.441 |
[cells by family after synthesis]
logic type | share of synthesized area
flip-flops | 0.543
XOR/XNOR | 0.158
AND-OR/OR-AND | 0.0679
buffers and inverters | 0.0407
AND/OR/NAND/NOR | 0.0905
multiplexers | 0.0543
adder cells (fa/ha/maj) | 0.0452
[critical path, delay by kind of cell]
kind	cells	cell delay, ns
buffers and inverters	2	0.51
and+or+nand+nor	1	0.28
Power figures rest on the tool's default switching activity, not on a simulated workload.
