===== design/flow/design.v =====
module SevenSeg32(
	out10,
	out1,
	in
);
	output reg [6:0] out10;
	output reg [6:0] out1;
	input [4:0] in;
	always @ (*) begin
	case(in)
		5'd0 : begin out10 = 7'b1000000; out1 = 7'b1000000; end
		5'd1 : begin out10 = 7'b1000000; out1 = 7'b1111001; end
		5'd2 : begin out10 = 7'b1000000; out1 = 7'b0100100; end
		5'd3 : begin out10 = 7'b1000000; out1 = 7'b0110000; end
		5'd4 : begin out10 = 7'b1000000; out1 = 7'b0011001; end
		5'd5 : begin out10 = 7'b1000000; out1 = 7'b0010010; end
		5'd6 : begin out10 = 7'b1000000; out1 = 7'b0000010; end
		5'd7 : begin out10 = 7'b1000000; out1 = 7'b1011000; end
		5'd8 : begin out10 = 7'b1000000; out1 = 7'b0000000; end
		5'd9 : begin out10 = 7'b1000000; out1 = 7'b0010000; end
		5'd10: begin out10 = 7'b1111001; out1 = 7'b1000000; end
		5'd11: begin out10 = 7'b1111001; out1 = 7'b1111001; end
		5'd12: begin out10 = 7'b1111001; out1 = 7'b0100100; end
		5'd13: begin out10 = 7'b1111001; out1 = 7'b0110000; end
		5'd14: begin out10 = 7'b1111001; out1 = 7'b0011001; end
		5'd15: begin out10 = 7'b1111001; out1 = 7'b0010010; end
		5'd16: begin out10 = 7'b1111001; out1 = 7'b0000010; end
		5'd17: begin out10 = 7'b1111001; out1 = 7'b1011000; end
		5'd18: begin out10 = 7'b1111001; out1 = 7'b0000000; end
		5'd19: begin out10 = 7'b1111001; out1 = 7'b0010000; end
		5'd20: begin out10 = 7'b0100100; out1 = 7'b1000000; end
		5'd21: begin out10 = 7'b0100100; out1 = 7'b1111001; end
		5'd22: begin out10 = 7'b0100100; out1 = 7'b0100100; end
		5'd23: begin out10 = 7'b0100100; out1 = 7'b0110000; end
		5'd24: begin out10 = 7'b0100100; out1 = 7'b0011001; end
		5'd25: begin out10 = 7'b0100100; out1 = 7'b0010010; end
		5'd26: begin out10 = 7'b0100100; out1 = 7'b0000010; end
		5'd27: begin out10 = 7'b0100100; out1 = 7'b1011000; end
		5'd28: begin out10 = 7'b0100100; out1 = 7'b0000000; end
		5'd29: begin out10 = 7'b0100100; out1 = 7'b0010000; end
		5'd30: begin out10 = 7'b0110000; out1 = 7'b1000000; end
		5'd31: begin out10 = 7'b0110000; out1 = 7'b1111001; end
	endcase
	end
endmodule
module SevenSeg(
	out,
	in
);
	output reg [6:0] out;
	input [3:0] in;
	always @ (*) begin
		case(in)
			4'd0: out = 7'b1000000;
			4'd1: out = 7'b1111001;
			4'd2: out = 7'b0100100;
			4'd3: out = 7'b0110000;
			4'd4: out = 7'b0011001;
			4'd5: out = 7'b0010010;
			4'd6: out = 7'b0000010;
			4'd7: out = 7'b1011000;
			4'd8: out = 7'b0000000;
			4'd9: out = 7'b0010000;
			default: out = 7'b1111111;
		endcase
	end
endmodule
module Display(
	inTime,
	inRate,
	IS_SLOW,
	IS_RECORD,
	IS_PAUSE,
	INTERP_MODE,
	IS_NORMAL_SPEED,
	SEVEN10,
	SEVEN1,
	PAUSE,
	REC,
	SLOW,
	NOT_USED,
	INTERP,
	RATIO
);
	input [4:0] inTime;
	input [3:0] inRate;
	input IS_SLOW;
	input IS_NORMAL_SPEED;
	input INTERP_MODE;
	input IS_PAUSE;
	input IS_RECORD;
	output [6:0] SEVEN10;
	output [6:0] SEVEN1;
	output [6:0] PAUSE;
	output [6:0] RATIO;
	output [6:0] REC;
	output [6:0] SLOW;
	output [6:0] NOT_USED;
	output [6:0] INTERP;
	assign PAUSE = (IS_PAUSE? 7'hc: 7'h7f);      
	assign REC = (IS_RECORD? 7'h12: 7'h47);   
	assign SLOW = (IS_SLOW? 7'h12: 7'h0e); 
	assign NOT_USED = 7'h7f;
	assign INTERP = (INTERP_MODE? 7'h79: 7'h40);   
	SevenSeg32 ss(.in(inTime), .out10(SEVEN10), .out1(SEVEN1));
	SevenSeg ss1(.in(inRate), .out(RATIO));
endmodule

===== design/flow/run.sh =====
#!/bin/bash
# OpenROAD 26Q1-2900-gdf79404cd8, Yosys 0.63+post, stock flow scripts
make -C /OpenROAD-flow-scripts/flow DESIGN_CONFIG=/design/flow/config.mk WORK_HOME=/design/flow/orfs finish

===== design/flow/config.mk =====
export PLATFORM = sky130hd
export DESIGN_NAME = Display
export DESIGN_NICKNAME = Display
export VERILOG_FILES = /design/flow/design.v
export SDC_FILE = /design/flow/constraint.sdc
export NUM_CORES = 4
export LEC_CHECK = 1
export CORE_AREA = 10 10 70 70
export DIE_AREA = 0 0 80 80

===== design/flow/constraint.sdc =====
current_design Display

set clk_period 1.6
set clk_io_pct 0.2

create_clock -name clk0 -period $clk_period

set non_clock_inputs [all_inputs -no_clocks]
set_input_delay [expr $clk_period * $clk_io_pct] -clock clk0 $non_clock_inputs
set_output_delay [expr $clk_period * $clk_io_pct] -clock clk0 [all_outputs]

==> reports/qor.rpt <==
GLOBAL ROUTING
-------------------------------------------------------------------------------------------------
Aggregate global routing overflow ..................................................            0
Antenna violations before repair ...................................................            0
Largest net degree at the start of global routing ..................................           10
Number of global-route vias before repair ..........................................         1082
Global-route wire length before repair .............................................      5.11 mm
Global-route total usage across every layer ........................................       0.0943

FLOORPLANNING
-------------------------------------------------------------------------------------------------
DIE AREA ...........................................................................  0.00640 mm²
Die Ht .............................................................................        80 µm
Count of pins on the block boundary ................................................           70
Die width ..........................................................................        80 µm
Area of the core ...................................................................  0.00342 mm²
Initial core utilization ...........................................................        0.274
Row count ..........................................................................           21

TIMING
-------------------------------------------------------------------------------------------------
Shortest clock period the worst path allows after layout ...........................      1710 ps
Final setup viols ..................................................................            6
Fmax ...............................................................................      586 MHz
Portion of the clock cycle consumed by the worst path in the final layout ..........         1.07
RSZ-0062 raised after global routing ...............................................          yes
Count of final hold-check violations ...............................................            0
Final-layout setup total negative slack ............................................      -284 ps
Max-slew violation count ...........................................................            0
Setup slack after layout ...........................................................      -107 ps

FINAL LAYOUT
-------------------------------------------------------------------------------------------------
Total area of sequential cells .....................................................        0 µm²
Area growth from synthesis to layout ...............................................        94.3%
Dominant logic cell types in the final layout ...................................... sky130_fd_sc_hd__buf_4 (36), sky130_fd_sc_hd__conb_1 (20), sky130_fd_sc_hd__buf_6 (14)
Layout sequential cell count .......................................................            0
Layout cells sized above 1 .........................................................        0.553
Total of fill cells in the finished design .........................................          295
Area taken by multi-input logic gates ..............................................      871 µm²
Core occupancy in the finished layout ..............................................        0.532
Most common logic cell in the routed design ........................................ sky130_fd_sc_hd__buf_4
Number of clock buffer instances in the layout .....................................            0

ROUTE
-------------------------------------------------------------------------------------------------
First-pass iteration count of the detailed router ..................................            4
Antenna fix cells ..................................................................            0
Iteration-0 DRC Markers ............................................................           48
ANT nets after route ...............................................................            0
Final WL ...........................................................................      3.45 mm
Total via count in the routed design ...............................................         1074
DRC Markers ........................................................................            0
Vias per Instance ..................................................................         4.38
Per-cell routed wire length ........................................................      14.1 µm

WORST SETUP PATH
-------------------------------------------------------------------------------------------------
Worst endpoint data arrival time ...................................................      1390 ps
Worst setup path category .......................................................... primary input to output pin
Nature of the critical path startpoint ............................................. primary input
Required time of the critical path .................................................      1280 ps
CP max FO ..........................................................................            5
Category of the worst setup path capture point .....................................   output pin

POWER
-------------------------------------------------------------------------------------------------
Largest voltage drop on the vdd net ................................................    0.0997 mV
Pwr dens ...........................................................................   250 mW/mm²
Leakage power summed over all cells ................................................     0.886 nW

YOSYS
-------------------------------------------------------------------------------------------------
Number of distinct library cell variants in the gate-level netlist after synthesis .           37
Post-synthesis cell count ..........................................................          131
Ys Warns ...........................................................................            2
Avg Cell Area, Syn .................................................................     7.14 µm²
Area of the mapped netlist .........................................................      936 µm²
Post-synthesis cell count from yosys ...............................................          131
YS chip area .......................................................................      936 µm²
Proportion of synthesized chip area in sequential cells ............................            0

HOLD PATH
-------------------------------------------------------------------------------------------------
Tightest Hold Check Type ........................................................... primary input to output pin
Depth of the worst hold-timing path ................................................            0

RUN
-------------------------------------------------------------------------------------------------
Maximum capacitance violations .....................................................            0
Number of warning messages in the logs .............................................           44

PLACEMENT
-------------------------------------------------------------------------------------------------
Post-detailed-placement half-perimeter wirelength ..................................      2.43 mm
Routability Congestion .............................................................        0.903
Port Buf Inserts ...................................................................           44

OUTCOME
-------------------------------------------------------------------------------------------------
Outcome ............................................................................ finished with violations
Violations in the final reports .................................................... setup timing

CLOCK TREE
-------------------------------------------------------------------------------------------------
Hold-fix buffers at CTS ............................................................            0

report_power, final:
group / internal, mW / switching (mW)
Combinational: 0.274 / 0.181
Clock: 0 / 0
Sequential: 0 / 0
Total: 0.274 / 0.181
repair_timing:
action | in CTS | in global routing
pin swaps | 22 | 9
setup endpoints to repair | 29 | 17
setup buffers | 17 | 3
gates cloned | 0 | 0
resized | 165 | 16
stage by stage:
step	instance area [µm²]	hold slack (ps)	power, mW	instances	setup WS, ps
2_1_floorplan	1000	657	0.187	149	36.7
3_3_place_gp	1420	640	0.364	226	-1040
3_5_place_dp	1420	640	0.363	226	-1070
4_1_cts	1760	640	0.436	243	-102
5_1_grt	1820	640	0.495	245	-136
6_report	1820	640	0.455	245	-107
cell families (layout without fill, tap and decap cells):
family | after synthesis | in the layout | synth area share
buffers and inverters | 54 | 104 | 0.373
AND-OR/OR-AND | 33 | 33 | 0.251
AND/OR/NAND/NOR | 22 | 22 | 0.120
adder cells (fa/ha/maj) | 11 | 11 | 0.147
multiplexers | 6 | 6 | 0.0722
XOR/XNOR | 3 | 3 | 0.0281
other | 2 | 20 | 0.00802
worst paths after layout:
check,startpoint,to,slack (ps)
setup / recovery,inTime[0],SEVEN1[0],-110
hold / removal,INTERP_MODE,INTERP[0],640
worst max-delay path, stage by stage:
cell	delay, ps
sky130_fd_sc_hd__buf_12	100
sky130_fd_sc_hd__inv_8	40
sky130_fd_sc_hd__buf_4	130
sky130_fd_sc_hd__ha_4	170
sky130_fd_sc_hd__inv_1	80
sky130_fd_sc_hd__o22ai_1	110
sky130_fd_sc_hd__a211o_1	320
sky130_fd_sc_hd__buf_2	120
cell type report:
class	instances	area share
inverter	12	0.0330
tap	46	0.0317
timing repair buffer	92	0.456
multi-input combinational	95	0.479
Yosys cell counts, drive strengths merged (2+ instances only):
master | count | share of area
conb | 2 | 0.0080
xor2 | 3 | 0.028
a21oi | 6 | 0.032
nand2 | 2 | 0.0080
nor2 | 10 | 0.040
clkbuf | 2 | 0.0080
inv | 12 | 0.048
mux2i | 3 | 0.032
and3 | 4 | 0.032
nand2b | 3 | 0.020
o21a | 2 | 0.016
a211oi | 2 | 0.016
mux2 | 3 | 0.040
a211o | 2 | 0.019
o22ai | 3 | 0.020
o21ai | 7 | 0.037
ha | 11 | 0.15
a21boi | 3 | 0.024
buf | 40 | 0.32
routing by layer:
metal / GRT usage / vias up / wire [µm]
met5: 0 / - / 0
met4: 0.00176 / 0 / 0
met3: 0.0284 / 0 / 334
met2: 0.171 / 41 / 1710
met1: 0.112 / 509 / 1410
li1: - / 524 / -
Power and IR drop assume default switching activity.
