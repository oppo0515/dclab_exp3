--- design.v ---
module Sram2Codec(
	dataStream,
	dataR,
	dataW,
	addrIn,
	write,
	read,
	on,
	clk,
	_WE,
	_CE,
	_OE,
	_LB,
	_UB,
	_Addr
);
	inout [15:0] dataStream;
	reg [15:0] dataStream_buf;
	input write, read, on, clk;
	input [15:0] dataW;
	input [17:0] addrIn;
	output reg _WE, _CE, _OE, _LB, _UB;
	output reg [15:0] dataR;
	output [17:0] _Addr;
	assign _Addr = addrIn;
	assign dataStream = write? dataStream_buf: 16'hzzzz;
	always @(*) begin
		dataR = 16'ha00a;
		dataStream_buf = 16'h8001;
		_WE = 1'b1;
		_CE = ~on;
		_OE = 1'b1;
		_LB = 1'b0;
		_UB = 1'b0;
		if (read) begin
			_OE = 1'b0;
			dataR = dataStream;
		end
		if (write) begin
			_WE = 1'b0;
			dataStream_buf = dataW;
		end
	end
endmodule
--- run.sh ---
#!/bin/bash
# OpenROAD 26Q1-2900-gdf79404cd8, Yosys 0.63+post, stock flow scripts
make -C /OpenROAD-flow-scripts/flow DESIGN_CONFIG=/design/flow/config.mk WORK_HOME=/design/flow/orfs finish
--- config.mk ---
export PLATFORM = sky130hd
export DESIGN_NAME = Sram2Codec
export DESIGN_NICKNAME = Sram2Codec
export VERILOG_FILES = /design/flow/design.v
export SDC_FILE = /design/flow/constraint.sdc
export NUM_CORES = 4
export LEC_CHECK = 1
export CORE_AREA = 10 10 70 70
export DIE_AREA = 0 0 80 80
--- constraint.sdc ---
current_design Sram2Codec

set clk_period 1.0
set clk_io_pct 0.2

create_clock -name clk0 -period $clk_period

set non_clock_inputs [all_inputs -no_clocks]
set_input_delay [expr $clk_period * $clk_io_pct] -clock clk0 $non_clock_inputs
set_output_delay [expr $clk_period * $clk_io_pct] -clock clk0 [all_outputs]
==> results.toml <==
# flow metrics
[outcome]
outcome = "did not finish"
stop_stage = "4_1_cts"
tool.error = "[error] [KeplerFormal.cpp:679] Workflow failed: Iso has multiple drivers: .dataW0, input3.X0"

[synthesis]
yosysWarnings = 2
yosys-stat-area_um2 = 408
synth.distinct_cells = 7
yosys.cell_count.top_type = "buf_4"
common_cells = "36 x buf_4, 10 x and2_2, 4 x or2b_1"
synth_seq_share_pct = 0
synth_top_cell_by_area = "buf_4"
topCellsByArea = "buf_4 66%, and2_2 18%, or2b_1 7.4%"
synth_top_area_share_pct = 66.3
syn_inst = 57
netlist_area_um2 = 408
post_synth.cell_area_avg_um2 = 7.16
yosysCellCount = 57

[floorplanning]
fp-utilization_pct = 11.9
pin_count = 93
dieHeight_um = 80
rows = 21
dieWidth_um = 80

[clock_network]
postCtsHoldBufs = 0
cts_setup_buffers = 3
cts_repair_resize_count = 86

[placed_design]
place_inst = 107
place_area_um2 = 589
place.port_buffers = 38
place.gp.congestion = 0.732
hpwlAfterDp_mm = 1.31
==> cell families after synthesis <==
family	count (synthesis)	synth area share [%]
buf+inv	40	70.2
simple gates	16	28.8
other cells	1	0.919
==> per-stage QoR <==
step / TNS [ps] / power [mW] / setup slack, ps
3_5_place_dp: -11600 / 0.200 / -696
2_1_floorplan: 0 / 0.112 / 326
3_3_place_gp: -11210 / 0.199 / -677
Power is estimated from default activity; no workload was simulated.
